==> /design/flow/design.v <==
module PC_flipflop (clk, pc_in, pc_out); 
input clk ;
input [31:0]pc_in;
output reg  [31:0]pc_out;
reg [31:0]count = 0;
always@ (posedge clk) begin
if(count == 0) pc_out = 0;
else pc_out = pc_in ;
count = count+1; 
end
endmodule	
==> /design/flow/run.sh <==
#!/bin/bash
# OpenROAD 26Q1-2900-gdf79404cd8, Yosys 0.63+post, stock flow scripts
make -C /OpenROAD-flow-scripts/flow DESIGN_CONFIG=/design/flow/config.mk WORK_HOME=/design/flow/orfs finish
==> /design/flow/config.mk <==
export PLATFORM = sky130hd
export DESIGN_NAME = PC_flipflop
export DESIGN_NICKNAME = PC_flipflop
export VERILOG_FILES = /design/flow/design.v
export SDC_FILE = /design/flow/constraint.sdc
export NUM_CORES = 4
export LEC_CHECK = 1
export CORE_UTILIZATION = 50
==> /design/flow/constraint.sdc <==
current_design PC_flipflop

set clk_period 7.3
set clk_io_pct 0.2

create_clock -name clk0 -period $clk_period [get_ports {clk}]

set non_clock_inputs [all_inputs -no_clocks]
set_input_delay [expr $clk_period * $clk_io_pct] -clock clk0 $non_clock_inputs
set_output_delay [expr $clk_period * $clk_io_pct] -clock clk0 [all_outputs]
==> results.yml <==
# implementation run metrics
global_route:
  grt_pass1_vias: 1388
  grt_pass1_wl_um: 6320
  antenna_found_initial: 0
  grt_start_max_net_pins: 33
  grt.total_usage_pct: 18.70
  overflow: 0
clocking:
  cts_hold_buf: 0
  numCtsBuffers: 9
  cts_tree: "built"
  clock_latency_ps: 330
  clock_sinks: 64
  cts_buffer_depth: 2
  postCtsSetupBuffers: 0
  cts_root_buf: "clkbuf_8"
  ctsResizeCount: 0
  h-tree-depth: 3
  clkTransAtPathRegs_ps: 60
place:
  port-buffer-count: 64
  dpl.hpwl_um: 2833
  placed_cells: 313
  placed_area_um2: 2872
  gp_congestion: 0.7960
synth:
  synth_top_area_share_pct: 58.38
  yosys_area_um2: 2195
  most_common_cell: "dfxtp_1"
  avgSynthCellArea_um2: 10.76
  netlist_top_cells_area: "dfxtp_1 58%, xnor2_1 9.2%, nor2b_1 9.1%, nand4_1 4.0%, xor2_1 2.8%"
  synth_seq_share_pct: 58.38
  synth_top_flop_cell: "dfxtp_1"
  ys.warnings.count: 1
  synth_area_leader_cell: "dfxtp_1"
  synthesis.area_um2: 2195
  ys_types: 22
  top_cells_by_count: "64 x dfxtp_1, 32 x nor2b_1, 23 x xnor2_1, 14 x nand4_1, 11 x nand3_1"
  ys_async_sr_fraction_pct: 0
  edf_count: 0
  synthCells: 204
  yosysCellCount: 204
  ys_ff: 64
worst_setup_path:
  rrSetupSlack_ps: 5430
  path_class: "register to output pin"
  slowest_stage: "clkdlybuf4s50_1"
  cp.required_ps: 5840
  cp_num_buf_inv: 1
  start_kind: "register"
  crit_fanout: 1
  cp_cell_sequence: "clkdlybuf4s50_1"
  r2r_cells: 5
  r2r-start: "count[0]"
  r2r_end: "count[14]"
  cp.arrival_ps: 1130
  slowest_delay_ps: 490
  cp_top_family: "buffers and inverters"
  critPathCaptureType: "output pin"
timing:
  slew_headroom_pct: 44.72
  tightest_slew_ps: 826.2
  finalCritPeriodShare_pct: 35.44
  min_period_ps: 2587
  finClkSkew_ps: 7.313
  setup_viol_count_final: 0
  hold_violations: 0
  grt_setup_unrepaired: "false"
  hold_slack_ps: 440.5
  tns_ps: 0
  fmax_ghz: 0.3866
  maxSlewViolCount: 0
floorplan:
  die_w_um: 68.25
  die_h_um: 68.25
  placementRows: 23
  core_area_um2: 4115
  fp_util_pct: 53.33
  die-area_um2: 4658
  ios: 65
cells_and_area:
  final_cells: 328
  postLayoutCoreUtil_pct: 73.37
  fillers: 304
  layout.area.comb_um2: 860.8
  syn_to_final_growth_pct: 37.57
  drive_gt1_share_pct: 5.396
  postLayoutCellArea_um2: 3019
  flop_area_um2: 1281
hold_path:
  hold_class: "register to register"
  whs_endpoint: "count[0]"
  min_from: "count[0]"
  hold_depth: 1
power_and_ir_drop:
  powerDensity_nw_per_um2: 210.9
  leakage_nw: 1.106
  vdd_drop_max_mv: 0.1452
route:
  drc: 0
  drtAntennaViolNets: 0
  dr.pass1.iters: 4
  drt_first_iter_violations: 70
  vias: 1572
  viasPerCell: 4.793
  antenna_cells: 0
  routedWlPerCell_um: 12.45
  detail_route.wirelength_um: 4085
status:
  outcome: "completed"
job:
  log.warning_count: 27
  drv_cap: 0
[metal layers]
layer	GRT usage (%)	up-vias	share of wire [%]
met1	28.69	688	47
met2	27.45	47	44
li1	-	826	-
met3	4.223	11	6.8
met5	0	-	0
met4	5.208	0	2.4
[how the worst max path moves through the flow]
stage	from	endpoint	cells after the start	slack [ps]
after CTS	pc_out[31]	pc_out[31]	1	4700
after global routing	pc_out[31]	pc_out[31]	1	4680
final	pc_out[31]	pc_out[31]	1	4710
[cell usage in the layout, fill, tap and decap left out, types with 6 or more instances in the layout]
master and count:
clkdlybuf4s50_1 64, clkbuf_8 9, xnor2_1 23, nor2_1 7, dfxtp_1 64, nand2_1 9
nand3_1 11, nor2b_1 32, nor4_1 6, xor2_1 7, nand4_1 14
[through the flow]
stage	setup WS [ps]	power [W]
after floorplan	5578	0.0003715
after global placement	5069	0.0004064
after detailed placement	5060	0.0004066
after CTS	4702	0.0006442
after global routing	4676	0.0006639
final	4713	0.0006367
[where the power goes]
part | switching (W) | internal [W]
clock | 0.000117 | 0.000121
combinational | 0.00000457 | 0.0000331
sequential | 0.00000209 | 0.000359
[cell type report]
type | count | share of cell area [%]
clock buffers | 14 | 4.724
multi-input cells | 129 | 28.51
well taps | 50 | 2.072
repair buffers | 65 | 21.47
inverters | 5 | 0.6216
flip-flops and latches | 64 | 42.44
clock inverters | 1 | 0.1658
[sequential cells by signal, summed over array words and instances (netlist names)]
register / cells
count: 32
pc_out: 32
[worst register-to-register path, stage by stage (launching register included)]
cell and delay (ps):
dfxtp_1 370, ha_1 200, nand3_1 150, nor2_1 670
nand4_1 210, xnor2_1 160
[logic make-up (layout without fill, tap and decap cells)]
family,count (synthesis),in the layout,share of synthesized area [%]
flops,64,64,58.38
fa+ha+maj,2,2,1.140
xor+xnor,30,30,11.97
buf+inv,11,85,2.508
simple gates,97,97,26.00
Power figures rest on the tool's default switching activity, not on a simulated workload.
