File: design/flow/design.v
module dmem(clkd,aluout,rs2_out,dmem_sel,L_inst,S_inst, dmem_out);
input [31:0]aluout,rs2_out;
input [2:0]L_inst;
input [1:0]S_inst;
input dmem_sel;
input clkd;
output reg [31:0]dmem_out;
reg [31:0]mem1[511:0];
reg [31:0]temp;
initial
begin
mem1[0] = 32'h00000000;
mem1[1] = 32'h00000001;
mem1[2] = 32'h00000002;
mem1[3] = 32'h00000003;
mem1[4] = 32'h00000004;
mem1[5] = 32'h00000005;
mem1[6] = 32'h00000006;
mem1[7] = 32'h00000007;
end
always @(posedge clkd)begin
if(dmem_sel == 1'b0)begin
  case(L_inst)
    3'b001 : begin
      if(mem1[aluout][7] == 1'b0)
        dmem_out <= {24'b000000000000000000000000, mem1[aluout][7:0]};
      else if(mem1[aluout][7] == 1'b1)
        dmem_out <= {24'b111111111111111111111111, mem1[aluout][7:0]};
    end
    3'b010 : begin
      if(mem1[aluout][15] == 1'b0)
        dmem_out <= {16'b0000000000000000, mem1[aluout][15:0]};
      else if(mem1[aluout][15] == 1'b1)
        dmem_out <= {16'b1111111111111111, mem1[aluout][15:0]};
    end
    3'b000 : dmem_out <= mem1[aluout];
    3'b101 : dmem_out <= {24'b000000000000000000000000,mem1[aluout][7:0]};
    3'b110 : dmem_out <= {16'b0000000000000000, mem1[aluout][15:0]};
  endcase
end
else if(dmem_sel == 1'b1)begin
  temp = rs2_out;
  case(S_inst)
    2'b01 : mem1[aluout] = {24'b000000000000000000000000, temp[7:0]};
    2'b10 : mem1[aluout] = {16'b0000000000000000, temp[15:0]};
    2'b00 : mem1[aluout] = temp;
  endcase
end
end
endmodule
File: design/flow/run.sh
#!/bin/bash
# OpenROAD 26Q1-2900-gdf79404cd8, Yosys 0.63+post, stock flow scripts
make -C /OpenROAD-flow-scripts/flow DESIGN_CONFIG=/design/flow/config.mk WORK_HOME=/design/flow/orfs finish
File: design/flow/config.mk
export PLATFORM = sky130hd
export DESIGN_NAME = dmem
export DESIGN_NICKNAME = dmem
export VERILOG_FILES = /design/flow/design.v
export SDC_FILE = /design/flow/constraint.sdc
export NUM_CORES = 4
export LEC_CHECK = 1
export CORE_UTILIZATION = 30
export SYNTH_MEMORY_MAX_BITS = 65536
File: design/flow/constraint.sdc
current_design dmem

set clk_period 108.7
set clk_io_pct 0.2

create_clock -name clk0 -period $clk_period [get_ports {clkd}]

set non_clock_inputs [all_inputs -no_clocks]
set_input_delay [expr $clk_period * $clk_io_pct] -clock clk0 $non_clock_inputs
set_output_delay [expr $clk_period * $clk_io_pct] -clock clk0 [all_outputs]
==> qor.csv <==
metric,value,unit
status,"complete, no violations",
Fin. Hold Viols,0,
row cnt,530,
setup ws final,77.79,ns
R2R Path Start,mem1[7][7],
dominant register cell,edfxtp_1,
worst setup path class,in -> reg,
Yosys top cell by instances,edfxtp_1,
syn_area_per_cell,24.68,um^2
Mapped Area,625500,um^2
vias in the first global route,323400,
CP Data Arrival Time,31.90,ns
grt ovf,0,
die height,1446,um
Final Max Slew Viols,0,
yosys stat area,625500,um^2
total leakage power,192.8,nW
synthesis-stage register bit count,16420,
Port Buffer Count,79,
DR pass1 iterations,8,
"Async S/R FF share, synth",0,%
clk sinks,16420,
Worst Reg2Reg Path Length in Cells,11,
Post-synth EDFFs,16420,
Detailed Route WL,1976000,um
Place WS,76.73,ns
Top-area cell share,78.80,%
Core ar.,2081000,um^2
Logic area,130000,um^2
routed len/inst,34.62,um
worst hold-check path type,reg -> reg,
fmax,32.35,MHz
flop2flop setup slack,103.13,ns
setup repair bufs after CTS,0,
largest net degree at the start of global routing,129,
gpl congestion,1.027,
Tcrit/Tclk final,28.44,%
final instance area,725700,um^2
critical-path maximum fanout,95,
Final Skew,0.1603,ns
worst-margin pin slew,1.488,ns
number of DRC markers in iteration 0,22130,
switching pwr,2.745,mW
H-tree Lvls,7,
synth cell count leaders,"16,420 x edfxtp_1, 4,760 x mux4_2, 640 x buf_2, 619 x nor2_1, 590 x mux2i_1",
initial antenna violation count,256,
first-pass GRT wire length,2662000,um
clk slew on worst S/H paths,0.06,ns
via count,293300,
Max transition margin,0.3675,%
CTS resizes,0,
Vias/cell,5.139,
CP startpoint kind,input port,
Late-Pin Clk Latency,1.41,ns
sequential cell area fraction in the yosys report,78.80,%
sequential power share,53.3,%
number of fill cells in the layout,186600,
GRT Total Usage,20.18,%
worst reg2reg path endpoint,dmem_out[31],
Die W,1446,um
Sw Ratio,21.04,%
clk buf depth,6,
Synth area leader,edfxtp_1,
maxcap violations,0,
HPWL after DPL,1230000,um
fin crit period,30.91,ns
fin cells,57080,
P_int,10.30,mW
# Cells Yosys,25350,
io pins,103,
Hold Crit Depth,7,
worst path required time,109.69,ns
DP Cell Count,53420,
die area,2091000,um^2
CTS Hold Bufs,0,
TNS Setup,0,ns
Yosys Warn Count,1,
number of logged tool warnings,75,
Peak VDD IR,0.01578,mV
Final Util,34.87,%
CTS buffer count,1701,
Pwr Density,17.97,nW/um^2
floorplan utilization,30.06,%
Final setup viols,0,
Area contributors post-synth,"edfxtp_1 79%, mux4_2 17%, mux2i_1 0.94%",
area post-placement,671700,um^2
RSZ-0062 raised after global routing,no,
cell count after synthesis,25350,
worst hold start,mem1[66][7],
hold path endpoint,dmem_out[7],
Yosys cell types,67,
# DRC,0,
root buf cell,clkbuf_16,
crit path capture type,register,
Synth-to-Final Area Change,16.00,%
Clk network pwr share,42.5,%
Antenna Violating Nets Remaining,0,
Flop area,493000,um^2
Comb pwr share,4.2,%
layout cells sized above 1,32.99,%
CTS tree,yes,
-- power groups by stage --
stage	combinational, mW	sequential, mW	clock (mW)
after CTS	0.539	6.94	5.60
after global routing	0.568	6.94	5.84
final	0.552	6.95	5.54
-- critical path: stages --
cell      delay, ns
buf_16         0.23
buf_4          0.66
buf_4          0.59
buf_4          0.56
buf_4          0.58
buf_4          0.63
buf_4          0.63
buf_4          0.54
buf_4          0.59
buf_12         0.53
buf_4          0.77
mux4_2         0.41
mux2_2         0.27
o21ai_0        0.25
buf_4          0.35
o21ai_0        0.14
nor4_1         1.03
nand3_1        0.30
nor4_1         0.53
o211ai_1       0.23
-- state kept, by name, indices dropped and copies added (netlist names) --
name      count
dmem_out     32
mem1      16384
-- kinds of logic after synthesis --
family | Yosys count | share of synthesized area [%]
buf+inv | 1407 | 1.162
flops | 16420 | 78.80
simple gates | 1235 | 0.8669
xor+xnor | 1 | 0.001400
compound gates | 890 | 0.9963
mux | 5399 | 18.17
-- worst max path at each step --
| stage | startpoint | end | slack, ns | depth (start not counted) |
|---|---|---|---|---|
| 5_1_grt | aluout[1] | dmem_out[19] | 77.56 | 22 |
| 4_1_cts | aluout[1] | dmem_out[19] | 78.09 | 22 |
| 6_report | aluout[1] | dmem_out[19] | 77.79 | 20 |
-- placed cells by master (no fill, tap or decap), drive strengths merged, types with 15 or more instances in the layout --
| cell type | n |
|---|---|
| a211oi | 31 |
| a21oi | 75 |
| a221oi | 15 |
| a22o | 43 |
| a22oi | 309 |
| a31oi | 44 |
| a32oi | 20 |
| and2 | 30 |
| buf | 1745 |
| bufinv | 132 |
| clkbuf | 2070 |
| clkdlybuf4s50 | 62 |
| clkinv | 690 |
| clkinvlp | 47 |
| diode | 679 |
| edfxtp | 16420 |
| inv | 45 |
| mux2 | 49 |
| mux2i | 590 |
| mux4 | 4760 |
| nand2 | 261 |
| nand3 | 117 |
| nand4 | 52 |
| nor2 | 619 |
| nor3 | 41 |
| nor4 | 38 |
| o211ai | 35 |
| o21ai | 89 |
| o22ai | 151 |
-- cell type report --
class | instances | area share [%]
diodes | 679 | 0.2342
multi-input cells | 7525 | 17.91
inverters | 9 | 0.007759
repair buffers | 1807 | 1.951
clock inverters | 905 | 1.076
flip-flops and latches | 16420 | 67.93
clock buffers | 2070 | 6.118
well taps | 27660 | 4.770
-- layer usage --
layer / part of all wire (%) / vias up / GRT usage (%) / wire length (um)
met4: 6.7 / 329 / 10.45 / 133300
met3: 24 / 4299 / 22.50 / 483300
met5: 0.91 / - / 8.175 / 18030
li1: - / 115500 / - / -
met2: 43 / 25640 / 27.70 / 857900
met1: 24 / 147600 / 16.07 / 483500
-- stage by stage --
step / hold WS [ns] / power (mW)
global placement: 1.216 / 7.607
floorplan: 0.8430 / 7.364
detailed placement: 1.169 / 7.615
CTS: 1.165 / 13.08
finish: 1.171 / 13.04
global route: 1.247 / 13.35
Power figures rest on the tool's default switching activity, not on a simulated workload.
