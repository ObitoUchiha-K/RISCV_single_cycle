--- flow/config.mk ---
export PLATFORM = sky130hd
export DESIGN_NAME = bo_REGISTER
export DESIGN_NICKNAME = bo_REGISTER
export VERILOG_FILES = /design/flow/design.v
export SDC_FILE = /design/flow/constraint.sdc
export NUM_CORES = 4
export LEC_CHECK = 1
export CORE_UTILIZATION = 30
--- flow/run.sh ---
#!/bin/bash
# OpenROAD 26Q1-2900-gdf79404cd8, Yosys 0.63+post, stock flow scripts
make -C /OpenROAD-flow-scripts/flow DESIGN_CONFIG=/design/flow/config.mk WORK_HOME=/design/flow/orfs finish
--- flow/constraint.sdc ---
current_design bo_REGISTER

set clk_period 7.5
set clk_io_pct 0.2

create_clock -name clk0 -period $clk_period [get_ports {clk}]

set non_clock_inputs [all_inputs -no_clocks]
set_input_delay [expr $clk_period * $clk_io_pct] -clock clk0 $non_clock_inputs
set_output_delay [expr $clk_period * $clk_io_pct] -clock clk0 [all_outputs]
--- flow/design.v ---
module bo_REGISTER (clk,inst, regfilemux_sel, wb_out, rs1_out, rs2_out );
input [31:0]inst;
input [31:0]wb_out;
input  regfilemux_sel ;
input clk;
output  [31:0]rs1_out;
output  [31:0]rs2_out;
reg [31:0] Register [31:0];
always@(posedge clk) begin
   if(regfilemux_sel == 1'b1)
   Register[inst[11:7]] <= wb_out;
end
assign  rs1_out = (inst[19:15]!=0)? Register[inst[19:15]]:0;
assign  rs2_out = (inst[24:20]!=0)? Register[inst[24:20]]:0;
endmodule
==> reports/summary.txt <==
IO Port Bufs - 112
WL/cell - 31.5 um
WS Path Type - in -> out
largest net degree at the start of global routing - 73
final hold vios - 0
Worst Path Required - 6000 ps
yosys warns - 1
Worst Tran Pin Value - 918 ps
CTS tree - yes
Die Width - 398 um
number of global-route vias before repair - 29106
Core ar. - 0.155 mm2
Max Transition Viols Final - 0
Max clock buf depth - 3
fillcell total - 14113
Die Y - 398 um
H-tree level count - 3
DIE AREA - 0.158 mm2
final WL - 148 mm
Rows - 144
grt ovf - 0
fin crit period - 6720 ps
crit path capture type - primary output
layout cell share with drive strength beyond 1 - 0.301
Tot Pwr - 12800 uW
Yosys chip area - 0.0470 mm2
crit start category - primary input
FP Util - 0.303
power per cell area - 234 mW/mm2
PostCTS Resize Cnt - 0
post-CTS setup buffer count - 0
fin crit share - 0.896
setup TNS - 0 ps
MaxCap Viol Count - 0
dominant cell type by area after synthesis - edfxtp_1
number of flops mapped to enable cells by yosys - 1024
clock-pin slew on the worst setup and hold paths - 60 ps
final RePlAce weighted congestion - 0.901
RSZ-0062 raised after global routing - false
clk sinks - 1024
Mapped Avg Cell Area - 19.6 um2
final worst slack - 778 ps
initial antenna violation count - 11
TritonRoute pass-1 iters - 5
type of the worst min-delay path - in -> reg
Synth Flop Type - edfxtp_1
peak supply drop - 0.170 mV
global-route wire length before repair - 209 mm
Yosys Instances - 2400
Layout area overhead - 16.6%
Worst slew margin - 0.386
io pins - 130
asr flop ratio synth - 0
GRT Total Usage - 0.202
status - finished clean
vias per cell - 5.60
Remaining DRCs - 0
hold-fix buffer count after cts - 0
Synth top area share - 0.655
max reg flops - 1024
Pleak - 0.0173 uW
via count - 26410
maximum clock rate - 149 MHz
DR iter-0 viols - 1653
Synth Instances - 2400
Cell Area, Synth - 0.0470 mm2
Crit Path Max Fanout - 19
TritonCTS Buffers - 108
ys flops - 1024
crit path DAT - 5220 ps
OpenROAD warning count - 43
# setup viols final - 0
register share after synthesis - 0.655
Unique masters post-synth - 40
DP HPWL - 90.0 mm
Placement Setup Slack - 887 ps
Final ANT Viol Nets - 0
Root Driver - clkbuf_16
Cell area leaders - edfxtp_1 (65%), mux4_2 (20%), mux2i_1 (3.9%)
routing by layer:
layer	up-vias	share of wire	track usage	wire, um
met4	28	0.038	0.0606	5580
met3	320	0.19	0.174	28800
met2	1956	0.46	0.301	69000
li1	10804	-	-	-
met5	-	0.0062	0.0409	926
met1	13302	0.30	0.204	44100
stage by stage:
stage          hold slack (ps)  instance area [um2]  instances  utilization
2_1_floorplan             1600                47000       2400            -
3_3_place_gp              2330                51300       4515        0.332
3_5_place_dp              2330                51300       4515        0.332
4_1_cts                   1570                54800       4713        0.354
5_1_grt                   1610                54800       4714        0.354
6_report                  1600                54800       4715        0.354
worst paths after layout:
path	end	slack, ps	start	cells after the start
hold / removal	Register[25][27]$_DFFE_PP_	1600	wb_out[27]	2
setup / recovery	rs2_out[20]	780	inst[23]	7
area by class of cell:
cell class	instances	area, um2	share of cell area
Clock buffer	127	2800	0.0510
Clock inverter	71	638	0.0116
Timing Repair Buffer	272	2510	0.0458
Multi-Input combinational cell	1150	15400	0.282
Tap cell	2044	2560	0.0467
Sequential cell	1024	30700	0.561
Antenna cell	2	5.00	0.0000914
Inverter	25	98.8	0.00180
report_power, final:
| group | internal (uW) | leakage [uW] | switching [uW] |
|---|---|---|---|
| sequential | 6370 | 0.00922 | 26.7 |
| combinational | 507 | 0.00643 | 669 |
| clock | 3000 | 0.00167 | 2230 |
| total | 9870 | 0.0173 | 2920 |
kinds of logic (layout without fill, tap and decap cells):
| kind of cell | after synthesis | in the layout | share of synthesized area |
|---|---|---|---|
| compound gates | 331 | 331 | 0.0541 |
| buf+inv | 226 | 495 | 0.0231 |
| flops | 1024 | 1024 | 0.655 |
| mux | 632 | 632 | 0.249 |
| other cells | 0 | 2 | 0 |
| simple gates | 187 | 187 | 0.0194 |
worst max-delay path, stage by stage:
cell and delay (ps):
clkdlybuf4s50_1 780, or3b_2 950, buf_12 300, o221ai_1 210
a211oi_1 100, nor3_1 580, clkdlybuf4s50_1 750
synthesized netlist by cell type (31+ instances only):
cell type / n
a211oi_1: 47
nand2_1: 65
mux2i_1: 183
nor2_1: 35
nor3_1: 32
a22o_1: 62
a21oi_1: 46
mux4_2: 425
edfxtp_1: 1024
o22ai_1: 55
a2111oi_0: 31
buf_2: 58
o221ai_1: 31
clkbuf_1: 104
cells in the final DEF, fill, tap and decap left out, types with 24 or more instances in the layout:
master           synthesis  layout
a21oi_1                 46      46
a211oi_1                47      47
nor3_1                  32      32
a2111oi_0               31      31
nand2_1                 65      64
o221ai_1                31      31
inv_1                   25      24
clkbuf_16                0     109
buf_4                   20     147
mux2i_1                183     183
edfxtp_1              1024    1024
a22o_1                  62      62
mux4_2                 425     425
nor2_4                   0      33
clkdlybuf4s50_1          0     105
o22ai_1                 55      55
Power is estimated from default activity; no workload was simulated.
